==> design/flow/design.v <==
module ShiftLR (clk, SI, LR, SOL, SOR);
input clk, SI, LR;
output SOL, SOR;
reg [7:0] tmp;
    always @(posedge clk)
    begin
        if (!LR) begin
            tmp <= tmp << 1;
            tmp[0] = SI;
        end
        else begin
            tmp <= tmp >> 1;
            tmp[7] = SI;
        end
    end
    assign SOL  = tmp[7];
    assign SOR  = tmp[0];
endmodule
==> design/flow/run.sh <==
#!/bin/bash
# OpenROAD 26Q1-2900-gdf79404cd8, Yosys 0.63+post, stock flow scripts
make -C /OpenROAD-flow-scripts/flow DESIGN_CONFIG=/design/flow/config.mk WORK_HOME=/design/flow/orfs finish
==> design/flow/config.mk <==
export PLATFORM = sky130hd
export DESIGN_NAME = ShiftLR
export DESIGN_NICKNAME = ShiftLR
export VERILOG_FILES = /design/flow/design.v
export SDC_FILE = /design/flow/constraint.sdc
export NUM_CORES = 4
export LEC_CHECK = 1
export CORE_AREA = 10 10 70 70
export DIE_AREA = 0 0 80 80
==> design/flow/constraint.sdc <==
current_design ShiftLR

set clk_period 1.4
set clk_io_pct 0.2

create_clock -name clk0 -period $clk_period [get_ports {clk}]

set non_clock_inputs [all_inputs -no_clocks]
set_input_delay [expr $clk_period * $clk_io_pct] -clock clk0 $non_clock_inputs
set_output_delay [expr $clk_period * $clk_io_pct] -clock clk0 [all_outputs]
==> reports/summary.txt <==
Row Count: 21
Total GRT Usage: 1.46%
Die Wd: 80 um
DR WL/cell: 6.21 um
Die Ht: 80 um
And+or+nand+nor area frac: 0%
Ant. Diodes: 0
Share of layout cells above drive strength 1: 50.0%
Worst-path clk slew: 0.05 ns
Final Hold Vio Count: 0
P_sw: 0.149 mW
Root Buffer: clkbuf_4
Hold Path Class: reg -> reg
Switch share: 21.0%
Reg-to-Reg End: tmp[4]
CP max stage delay: 0.47 ns
Adder Share, Synth: 0%
CTS H-Tree Depth: 1
Pwr Density: 1680 nW/um2
Crit path capture: SOR
Worst setup startpoint: tmp[0]
Cts hold-fix bufs: 0
Max VDD drop: 623 uV
Static leakage power: 0.172 nW
Via/cell ratio: 2.01
FP Core Util: 8.53%
Setup violations, final: 0
Startpoint types: register
Final HPWL DP: 300 um
Max-slew violations: 0
Synth Seq Share: 54.9%
Antenna viol nets, final: 0
Vias in the first global route: 182
Critical path's top delay family: buffers and inverters
Placeable Area: 3420 um2
Register-to-Register Setup Slack: 0.71 ns
P_int: 0.558 mW
WP buf/inv: 1
Drt drc: 0
Total routed wirelength: 435 um
Clock network power share: 24.2%
WP data arrival: 1.04 ns
TritonRoute pass-1 iters: 1
Util after Layout: 12.3%
Total gr overflow: 0
Setup bufs post-CTS: 0
Ys cells: 17
Logic family by area: multiplexers
Clk_skew: 0.00183 ns
Cts bufs inserted: 3
Ys flops: 8
R2r startpoint: tmp[3]
Largest net degree at the start of global routing: 9
Num ports: 5
Via count: 141
Synth area leader: dfxtp_1
Slew @ Worst Pin: 0.107 ns
Max-Cap Viols: 0
Minimum clock period: 1.32 ns
Late-Pin Clk Latency: 0.25 ns
GP Congestion: 0.655
CTS tree: built
Buffers on Ports: 4
Final TNS setup: 0 ns
Synth Area in XOR/XNOR: 0%
Die Area: 6400 um2
Status: finished, final reports clean
Fmax: 760 MHz
PostCTS Resize Cnt: 0
Tool warning count: 25
Slowest-stage cell, CP: clkdlybuf4s50_1
Slew headroom: 92.8%
Mapped Area: 292 um2
Gate power share: 24.4%
Main area contributors: dfxtp_1 55%, mux2_4 41%, buf_6 3.9%
Crit path depth: 1
First-pass GRT wire length: 779 um
Area Growth Syn to Fin: 44.2%
CTS max path bufs: 2
Crit path DRT: 1.12 ns
Seq pwr share: 51.4%
First DRT Iteration DRCs: 0
Initial antenna violation count: 0
Synth top area share: 54.9%
Setup crit end kind: output pin
Max FFs per register: 8
CTS sink cnt: 8
Aoi share: 0%
Chip Area, Yosys: 292 um2
Regs by FF count: tmp x8
CP max FO: 2
Crit share post-route: 94.0%
Mux share: 41.2%
Biggest register: tmp
Avg Cell Area, Syn: 17.1 um2
Worst r2r path cells: 1
CP cell instances: clkdlybuf4s50_1
Unrepaired setup endpoints after global routing: false
Unique cell types: 3
Worst Setup Path Type: reg -> out
Cells after Synth: 17
Synthesis Warnings: 1
-- cell usage in the layout, fill, tap and decap left out --
cell             count
buf_12               1
clkbuf_4             3
clkdlybuf4s50_1      4
dfxtp_1              8
mux2_4               8
-- area by class of cell --
type | count | area [um2]
tap | 46 | 57.6
multi-input combinational | 8 | 120
timing repair buffer | 5 | 60.1
clock buffer | 3 | 22.5
fill | 401 | 3000
sequential | 8 | 160
-- worst min-delay path by stage --
stage	startpoint	cells after the start	to
5_1_grt	tmp[6]	1	tmp[5]
6_report	tmp[6]	1	tmp[5]
4_1_cts	tmp[6]	1	tmp[5]
-- cells by family (layout without fill, tap and decap cells) --
| group | count (synthesis) | in the layout |
|---|---|---|
| buffers and inverters | 1 | 8 |
| DFF | 8 | 8 |
| muxes | 8 | 8 |
-- Yosys cell counts --
library cell and n:
buf_6 1, dfxtp_1 8, mux2_4 8
-- routing by layer --
| metal | up-vias | track usage [%] | part of all wire, % |
|---|---|---|---|
| li1 | 74 | - | - |
| met3 | 0 | 0.909 | 9.9 |
| met5 | - | 0 | 0 |
| met1 | 61 | 2.01 | 53 |
| met4 | 0 | 0.528 | 0 |
| met2 | 6 | 1.77 | 37 |
-- power by group through the flow --
stage | registers [mW] | clock network, mW | logic [mW]
after CTS | 0.364 | 0.181 | 0.175
final | 0.364 | 0.171 | 0.172
after global routing | 0.378 | 0.197 | 0.185
-- per-stage QoR --
stage	instance area (um2)	hold slack [ns]	cells	power, mW	setup WS, ns
final	420	0.483	70	0.707	0.0835
after global routing	420	0.504	70	0.760	0.0214
after CTS	420	0.484	70	0.720	0.0549
after detailed placement	398	0.472	67	0.539	0.0511
after global placement	398	0.475	67	0.539	0.0538
after floorplan	292	0.423	17	0.482	0.583
No activity file was given, so power comes from the tool's default toggle rates.
