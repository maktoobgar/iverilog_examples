==> ./design.v <==
module Ram_64bit (clk, rOrw, data_in, addr_in, data_out);
    input rOrw, clk;
    input [31: 0] data_in;
    input [63: 0] addr_in;
    output [31: 0] data_out;
    reg [31: 0] data_out_reg;
    reg [63: 0]data[31: 0];
    reg i;
    initial begin
        for(i=0; i<64; i=i+1)
            data[i] <=2'd1;
    end
	always @(posedge clk)
	begin
		if (rOrw == 'd1)
			data[addr_in] = data_in;
		else
			data_out_reg = data[addr_in];	
	end
    assign data_out = data_out_reg;
endmodule
==> ./run.sh <==
#!/bin/bash
# OpenROAD 26Q1-2900-gdf79404cd8, Yosys 0.63+post, stock flow scripts
make -C /OpenROAD-flow-scripts/flow DESIGN_CONFIG=/design/flow/config.mk WORK_HOME=/design/flow/orfs finish
==> ./config.mk <==
export PLATFORM = sky130hd
export DESIGN_NAME = Ram_64bit
export DESIGN_NICKNAME = Ram_64bit
export VERILOG_FILES = /design/flow/design.v
export SDC_FILE = /design/flow/constraint.sdc
export NUM_CORES = 4
export LEC_CHECK = 1
export CORE_UTILIZATION = 30
==> ./constraint.sdc <==
current_design Ram_64bit

set clk_period 7.2
set clk_io_pct 0.2

create_clock -name clk0 -period $clk_period [get_ports {clk}]

set non_clock_inputs [all_inputs -no_clocks]
set_input_delay [expr $clk_period * $clk_io_pct] -clock clk0 $non_clock_inputs
set_output_delay [expr $clk_period * $clk_io_pct] -clock clk0 [all_outputs]
==> Changelog: implementation <==
### Implementation results

- Post-route ant nets: 0
- MI comb area: between 6000 and 7000 sq um
- Crit path time final: 4.64 ns
- Share of cells above drive strength 1: 16.1%
- Register share after synthesis: about four fifths
- Vias/cell: around 5.6
- Num CTS Buffers: 104
- RSZ-0062 raised after global routing: no
- Simple share: ~4.7%
- Tally of OpenROAD warnings: between 80 and 90
- Cells in synth_stat.txt: ~2200
- Grt ovf: 0
- Setup crit start kind: input pin
- Vias in the first global route: about 24000
- Warnings, synthesis: 2
- Yosys top cell area share: between 80% and 90%
- Setup TNS: 0 ns
- GPL Wtd Cong: just over 0.9
- Largest register FFs: between 1000 and 1500
- Synth top cell by count: edfxtp_1
- Worst setup path category: in -> reg
- CTS HTree Levels: 3
- Hold-fix buffers, CTS: 0
- Outcome: completed
- Min-Delay Path Class: reg -> reg
- Critical R2R Launch: data[12][3]$_DFFE_PP_
- # IOs: between 100 and 150
- F_max: between 0.2 and 0.25 GHz
- Met2 WL post-DR: ~60000 microns
- AO/OA Area Share: between 10% and 20%
- Worst slew pin tran: around 1 ns
- Top area cell types: edfxtp_1 81%, a22oi_1 6.1%, a22o_1 1.1%
- Post-synth top area cell: edfxtp_1
- Die height: ~360 microns
- Clock root buffer: clkbuf_16
- Fin util: around 36%
- Pwr per Cell Area: 277 nW/um^2
- Worst setup EP type: register
- Slew margin rel.: between 30% and 40%
- Min-delay src: data[0][10]$_DFFE_PP_
- Post-synth cell types: between 50 and 60
- Post-Synthesis Cell Area: 38900 sq um
- Flops out of synthesis: ~1100
- DIE AREA: approximately 130000 sq um
- Core box area: ~130000 sq um
- Max Cap Violations: 0
- Number of enable flip-flop cells: between 1000 and 1500
- Synth Area in XOR/XNOR: 0%
- Fin. Hold Viols: 0
- Yosys chip area: a little under 40000 sq um
- Gr usage total: between 20% and 30%
- Worst skew pair latency: about 0.7 ns
- CTS tree: yes
- P_leak: ~14 nW
- Clk sink count: around 1100
- # DRC: 0
- Worst clock skew: roughly 0.027 ns
- Crit path launch: addr_in[2]
- Worst EP arrival: 5.13 ns
- Top cells by count: 1056 x edfxtp_1, 315 x a22oi_1, 104 x nor2_1
- DP Worst Slack: slightly above 2 ns
- First-pass GRT wire length: between 150000 and 200000 microns
- Number of core rows: about 130
- P&R area growth vs syn: 18.1%
- M1 WL: between 40000 and 50000 microns
- Overall routed net length: approximately 140000 microns
- Worst-path clk slew: approximately 0.060 ns
- DRT iter0 DRCs: about 1800
- Peak supply drop: 0.213 mV
- WHS: between 0.5 and 0.6 ns
- Setup bufs post-CTS: 0
- WL met3: approximately 28000 microns
- Final Max Tran Viols: 0
- Final period utilization: between 60% and 70%
- Main synth FF type: edfxtp_1
- Design Power: roughly 13 mW
- First-pass iteration count of the detailed router: 5
- Antenna violations before repair: 4
- Ys async rst share: 0%
- Finish-stage setup viols: 0
- Worst setup margin: between 2 and 3 ns
- WL/cell: roughly 32 microns
- Logic family by area: AND-OR/OR-AND gates
- Detailed Place HPWL: roughly 78000 microns
- Sequential cell area: approximately 32000 sq um
- Port Buffer Count: around 70
- Cells after synthesis: around 2200
- Yosys adder share: 0%
- Layout fillers: roughly 12000
- Fp util: a little under a third
- Pin count of the biggest net entering global routing: just over 40
- Die Width: roughly 360 microns
- Maximum clock insertion buffer count: 3
- Worst-path fanout max: 19
- Mean Syn Cell Area: about 18 sq um
- Cts repair resizes: 0
- Vias: 23200
- Synth mux share: 1.51%
- CP Data Required Time: 7.69 ns
- Highest routed layer: met5
-- layout make-up --
cell class | instances | area share, %
Sequential cell | 1056 | 69.0
Clock buffer | 128 | 5.91
Tap cell | 1729 | 4.71
Timing Repair Buffer | 216 | 3.89
Multi-Input combinational cell | 972 | 15.2
Inverter | 5 | 0.0408
Antenna cell | 4 | 0.0218
Clock inverter | 69 | 1.24
-- where the power goes --
group	total (mW)	leakage, nW	switching (mW)	internal (mW)
Clock	5.25	1.61	2.29	2.97
Combinational	0.585	3.05	0.412	0.173
Sequential	6.89	9.55	0.0254	6.87
Total	12.7	14.2	2.72	10.0
-- layout by cell type, fill, tap and decap left out, drive strengths merged, types with 33 or more instances in the layout --
master         netlist  routed
clkbuf              37     128
nand4               54      54
mux2i               33      33
a22oi              315     315
buf                 83     151
a22o                48      48
edfxtp            1056    1056
clkdlybuf4s50        0      65
a21oi               33      33
clkinv               0      53
nor2               119     119
nand2               84      84
-- final timing paths --
check                               endpoint  slack, ns  depth (start not counted)
setup / recovery   data_out_reg[2]$_DFFE_PN_       2.56                          9
setup reg to reg   data_out_reg[3]$_DFFE_PN_       5.02                          5
hold reg to reg   data_out_reg[10]$_DFFE_PN_       0.56                          2
hold / removal    data_out_reg[10]$_DFFE_PN_       0.56                          2
-- layer usage --
layer  global-route usage, %  vias to the layer above
li1                        -                     9382
met1                    21.9                    11300
met2                    32.1                     2169
met3                    20.4                      353
met4                    7.83                       14
met5                    1.59                        -
-- kinds of logic (layout without fill, tap and decap cells) --
family,count (synthesis),in the layout
and+or+nand+nor,371,371
muxes,54,54
AOI/OAI and AO/OA,547,547
other,0,4
buffers and inverters,125,418
DFF,1056,1056
-- stage by stage --
| stage | instances | cell area, sq um |
|---|---|---|
| after floorplan | 2153 | 38900 |
| after global placement | 3978 | 42700 |
| after detailed placement | 3978 | 42700 |
| after CTS | 4175 | 45900 |
| after global routing | 4175 | 45900 |
| final | 4179 | 46000 |
-- critical path, cell delays in order --
cell and delay [ns]:
buf_2 0.49, nand2b_2 0.70, buf_4 0.45, nor2_2 0.76, buf_4 0.50, a22oi_1 0.18
nand4_1 0.18, nor3_1 0.10, a21oi_1 0.29
No activity file was given, so power comes from the tool's default toggle rates.
